`/design/flow/config.mk`:
```
export PLATFORM = sky130hd
export DESIGN_NAME = clk_change
export DESIGN_NICKNAME = clk_change
export VERILOG_FILES = /design/flow/design.v
export SDC_FILE = /design/flow/constraint.sdc
export NUM_CORES = 4
export LEC_CHECK = 1
export CORE_AREA = 10 10 96 96
export DIE_AREA = 0 0 106 106
```
`/design/flow/constraint.sdc`:
```
current_design clk_change

set clk_period 3.8
set clk_io_pct 0.2

create_clock -name clk0 -period $clk_period [get_ports {clk_in1}]

set non_clock_inputs [all_inputs -no_clocks]
set_input_delay [expr $clk_period * $clk_io_pct] -clock clk0 $non_clock_inputs
set_output_delay [expr $clk_period * $clk_io_pct] -clock clk0 [all_outputs]
```
`/design/flow/design.v`:
```
`timescale 1ns / 1ps
module clk_change(
    input clk_in1,         
    output reg clk_out1 = 0  
    );
    reg [31:0] cnt = 0;  
    always @(posedge clk_in1) begin
        if (cnt == 31'd50_000_000 - 1) begin
            cnt <= 0;      
            clk_out1 <= ~clk_out1;  
        end else begin
            cnt <= cnt + 1;  
        end
    end
endmodule
```
`/design/flow/run.sh`:
```
#!/bin/bash
# OpenROAD 26Q1-2900-gdf79404cd8, Yosys 0.63+post, stock flow scripts
make -C /OpenROAD-flow-scripts/flow DESIGN_CONFIG=/design/flow/config.mk WORK_HOME=/design/flow/orfs finish
```
==> results.yml <==
# flow metrics
sta:
  fmax_mhz: 459
  finalHoldViolCount: 0
  fin_skew_ps: 8.35
  slew_viol_final: 0
  rsz0062_at_grt: "false"
  hold_ws_ps: 462
  setup_tns_ps: 0
  maxSlewHeadroom_pct: 42.4
  worstMarginPinSlew_ps: 860
  fin_crit_sh_pct: 57.3
  finalSetupViolCount: 0
  final.min_clock_period_ps: 2180
global_route:
  grt_max_degree: 15
  gr-total-overflow: 0
  grt_pass1_vias: 1156
  antenna_found_initial: 0
  grt_pass1_wl_um: 5710
  grt_util_all_layers_pct: 5.87
die:
  die_area_mm2: 0.0112
  die_height_um: 106
  io_pins: 2
  die_w_um: 106
  core.rowCount: 31
  design.core.area_mm2: 0.00721
  fp_util_pct: 22.3
worst_setup_path:
  startpoint_type: "flop"
  r2r_end: "clk_out1$_DFFE_PN_"
  reg2reg_slack_ps: 1620
  r2r_start: "cnt[0]$_SDFF_PN0_"
  critPathKind: "flop to flop"
  worstPathArrival_ps: 2090
  end_kind: "flop"
  cp_max_fo: 14
  worstPathRequired_ps: 3710
  reg2reg_depth: 4
routing:
  routed-via-count: 1231
  first_pass_iters: 4
  routed_wl_um: 3260
  wl_per_cell_um: 11.9
  diodes: 0
  ant_nets: 0
  drt_iter0_markers: 150
  post_drt_via_cell_ratio: 4.49
  route.detailed.drc: 0
hold_path:
  hold_path_class: "flop to flop"
  min_to: "cnt[0]$_SDFF_PN0_"
  hold_depth: 1
  hp-start: "cnt[0]$_SDFF_PN0_"
yosys:
  ys_warn_count: 1
  ys_async_sr_fraction_pct: 0
  ys_seq_share_pct: 41.8
  syn_area_per_cell_um2: 9.33
  yosys.area.top_type_share_pct: 39.9
  postSynthCellCount: 172
  largest_area_cell: "dfxtp_1"
  ys_types: 36
  yosys-stat-cells: 172
  synth-edff-count: 1
  netlist_area_mm2: 0.00161
  ys_area_mm2: 0.00161
  flop_cell: "dfxtp_1"
  ys_seq_elements: 33
  area_leaders: "dfxtp_1, xnor2_1, nand4_1"
cts:
  cts_tree: "built"
  cts_hold_buf: 0
  cts.sinks: 33
  cts-root-buf: "clkbuf_8"
  cts_resized: 0
  clock_latency_ps: 280
  cts.clk_slew.worst_paths_ps: 70
  cts_inserted_buffers: 5
  clockBufferDepth: 2
  htreeDepth: 2
  post-cts-setup-buffer-count: 0
job:
  tool_warnings: 25
  maxCapViolCount: 0
pwr:
  power.leakage_nw: 0.607
  ir_drop_v: 0.000198
  p_per_area_mw_per_mm2: 376
outcome:
  run_status: "completed"
placed_design:
  portBuffers: 1
  dp_hpwl_um: 2300
  gp_congestion: 0.823
layout:
  drive_above_1_share_pct: 8.57
  syn_to_final_growth_pct: 13.6
-- cell usage after synthesis, types with 2 or more instances --
library cell	count
a21oi_1	6
and2_1	4
and3_1	7
and4_1	6
buf_2	5
dfxtp_1	32
inv_1	2
nand2_1	10
nand3_1	10
nand4_1	12
nand4_4	2
nand4b_1	2
nor2_1	10
nor3_1	7
nor3_2	2
nor4_1	5
nor4b_1	3
o21ai_0	5
o31ai_1	2
or3_1	2
or4_1	3
xnor2_1	17
xor2_1	5
-- stage by stage --
stage	cells	power, mW	instance area, um^2	setup WS [ps]	utilization (%)
after floorplan	172	0.355	1610	2050	-
after global placement	266	0.355	1710	1670	23.7
after detailed placement	266	0.355	1710	1620	23.7
after CTS	274	0.693	1820	1610	25.3
after global routing	274	0.713	1820	1470	25.3
final	274	0.686	1820	1620	25.3
-- where the power goes --
part | internal, mW | total (mW) | switching [mW]
Clock | 0.214 | 0.339 | 0.125
Sequential | 0.347 | 0.347 | 0
Combinational | 0 | 0.000000279 | 0
-- worst max-delay path, stage by stage, from the launching register on --
cell and delay (ps):
dfxtp_1 370, ha_1 230, and4_1 350, nand4_1 170, nor3_2 680
-- kinds of logic after synthesis --
logic type | synth area share [%]
AOI/OAI and AO/OA | 5.38
xor gates and xnor gates | 12.0
adders and majority gates | 0.779
buffers and inverters | 2.49
DFF | 41.8
muxes | 0.624
and+or+nand+nor | 36.9
-- how the worst max path moves through the flow --
stage,depth (start not counted),from,endpoint,slack [ps]
global route,4,cnt[0]$_SDFF_PN0_,clk_out1$_DFFE_PN_,1470
CTS,4,cnt[0]$_SDFF_PN0_,clk_out1$_DFFE_PN_,1610
finish,4,cnt[0]$_SDFF_PN0_,clk_out1$_DFFE_PN_,1620
-- flip-flops by register name, indices dropped and copies added (netlist names) --
name      flops
clk_out1      1
cnt          32
-- cell type report --
class,count,area [um^2]
Fill cell,786,5390
Multi-Input combinational cell,131,895
Sequential cell,33,671
Tap cell,99,124
Clock buffer,7,86.3
Clock inverter,1,30.0
Timing Repair Buffer,1,10.0
Inverter,2,7.51
-- per-layer routing --
layer / track usage (%) / share of wire (%) / vias up
met2: 8.44 / 42 / 23
met1: 8.80 / 51 / 560
li1: - / - / 644
met5: 0 / 0 / -
met3: 1.41 / 5.6 / 4
met4: 1.06 / 1.4 / 0
-- layout by cell type (no fill, tap or decap), types with 2 or more instances in the layout --
cell | synthesis | routed
nand4_4 | 2 | 2
nor3_1 | 7 | 7
a21oi_1 | 6 | 6
and2_1 | 4 | 4
clkbuf_8 | 0 | 6
nor4_1 | 5 | 5
nor4b_1 | 3 | 3
o31ai_1 | 2 | 2
nand3_1 | 10 | 10
and4_1 | 6 | 6
nand4_1 | 12 | 12
inv_1 | 2 | 2
dfxtp_1 | 32 | 32
or4_1 | 3 | 3
or3_1 | 2 | 2
nand2_1 | 10 | 10
nor2_1 | 10 | 10
nand4b_1 | 2 | 2
xnor2_1 | 17 | 17
and3_1 | 7 | 7
o21ai_0 | 5 | 5
nor3_2 | 2 | 2
xor2_1 | 5 | 5
Power is estimated from default activity; no workload was simulated.
